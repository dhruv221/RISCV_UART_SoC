## flow/config.mk

```make
export PLATFORM = sky130hd
export DESIGN_NAME = UART_RX_TOP
export DESIGN_NICKNAME = UART_RX_TOP
export VERILOG_FILES = /design/flow/design.v
export SDC_FILE = /design/flow/constraint.sdc
export NUM_CORES = 4
export LEC_CHECK = 1
export CORE_UTILIZATION = 40
```

## flow/constraint.sdc

```tcl
current_design UART_RX_TOP

set clk_period 4.8
set clk_io_pct 0.2

create_clock -name clk0 -period $clk_period [get_ports {clk_100MHz}]

set non_clock_inputs [all_inputs -no_clocks]
set_input_delay [expr $clk_period * $clk_io_pct] -clock clk0 $non_clock_inputs
set_output_delay [expr $clk_period * $clk_io_pct] -clock clk0 [all_outputs]
```

## flow/design.v

```verilog
`timescale 1ns / 1ps
module SEVEN_SEGMENT_DRIVER(
    input clk,
    input [31:0] data,
    output reg [6:0] segment_cathode,
    output reg [7:0] segment_anode,
    output segment_dp
    );
    wire clk_en;
    reg [10:0] clk_divider;
    always @(posedge clk) begin
        clk_divider <= clk_divider + 1;
    end
    assign clk_en = (clk_divider == 512);
    reg [2:0] counter;
    always @(posedge clk) begin
        if (clk_en)
            counter <= counter + 1;
    end
    always @(*) begin
        case (counter)
        3'b000: segment_anode <= 8'b11111110;
        3'b001: segment_anode <= 8'b11111101;
        3'b010: segment_anode <= 8'b11111011;
        3'b011: segment_anode <= 8'b11110111;
        3'b100: segment_anode <= 8'b11101111;
        3'b101: segment_anode <= 8'b11011111;
        3'b110: segment_anode <= 8'b10111111;
        3'b111: segment_anode <= 8'b01111111;
        endcase
    end
    reg [3:0] nibble;
    wire [3:0] n1, n2, n3, n4, n5, n6, n7, n8;
    assign n1 = data[3:0];
    assign n2 = data[7:4];
    assign n3 = data[11:8];
    assign n4 = data[15:12];
    assign n5 = data[19:16];
    assign n6 = data[23:20];
    assign n7 = data[27:24];
    assign n8 = data[31:28];
    always @(*) begin
        case (counter)
        3'b000: nibble <= n1;
        3'b001: nibble <= n2;
        3'b010: nibble <= n3;
        3'b011: nibble <= n4;
        3'b100: nibble <= n5;
        3'b101: nibble <= n6;
        3'b110: nibble <= n7;
        3'b111: nibble <= n8;
        endcase
    end
    always @(*) begin
        case (nibble)
        4'b0000: segment_cathode <= 7'b0000001;  
        4'b0001: segment_cathode <= 7'b1001111;  
        4'b0010: segment_cathode <= 7'b0010010;  
        4'b0011: segment_cathode <= 7'b0000110;  
        4'b0100: segment_cathode <= 7'b1001100;  
        4'b0101: segment_cathode <= 7'b0100100;  
        4'b0110: segment_cathode <= 7'b0100000;  
        4'b0111: segment_cathode <= 7'b0001111;  
        4'b1000: segment_cathode <= 7'b0000000;  
        4'b1001: segment_cathode <= 7'b0000100;  
        4'b1010: segment_cathode <= 7'b0001000;  
        4'b1011: segment_cathode <= 7'b1100000;  
        4'b1100: segment_cathode <= 7'b0110001;  
        4'b1101: segment_cathode <= 7'b1000010;  
        4'b1110: segment_cathode <= 7'b0110000;  
        4'b1111: segment_cathode <= 7'b0111000;  
        endcase
    end
    assign segment_dp = 1'b1;
endmodule
`timescale 1ns / 1ps
module SEVEN_SEGMENT_TOP(
    input clk_100MHz,
    input [31:0] data,
    output [7:0] AN,
    output [6:0] cathode,
    output DP
    );
    SEVEN_SEGMENT_DRIVER SEVEN_SEGMENT_DRIVER(
    .clk(clk_100MHz),
    .data(data),
    .segment_anode(AN),
    .segment_cathode(cathode),
    .segment_dp(DP)
    );
endmodule
`timescale 1ns / 1ps
module UART_BAUD_GENERATOR
    #(               
        parameter   N = 10,      
                    M = 651      
    )
    (
        input clk_100MHz,        
        input reset,             
        output tick              
    );
    reg [N-1:0] counter;         
    wire [N-1:0] next;           
    always @(posedge clk_100MHz, posedge reset)
        if(reset)
            counter <= 0;
        else
            counter <= next;
    assign next = (counter == (M-1)) ? 0 : counter + 1;
    assign tick = (counter == (M-1)) ? 1'b1 : 1'b0;
endmodule
`timescale 1ns / 1ps
module UART_RX_TOP(
    input clk_100MHz,
    input rst,
    input rx,
    output inst_rdy,
    output [7:0] AN,
    output [6:0] cathode,
    output DP
    );
    wire tick;
    wire [7:0] rx_data;
    wire rx_data_ready;
    wire [31:0] rx_word;
    UART_BAUD_GENERATOR 
        #(
            .M(3), 
            .N(2)
         ) 
        UART_BAUD_GENERATOR   
        (
            .clk_100MHz(clk_100MHz), 
            .reset(rst),
            .tick(tick)
         );
     UART_RX_UNIT
        #(
            .DBITS(8),
            .SB_TICK(16)
         )
         UART_RX_UNIT
         (
            .clk_100MHz(clk_100MHz),
            .reset(rst),
            .rx(rx),
            .sample_tick(tick),
            .data_ready(rx_data_ready),
            .data_out(rx_data)
         );
    UART_RX_WORD_BUFFER UART_RX_WORD_BUFFER
    (
        .clk_100MHz(clk_100MHz),
        .rst(rst),
        .en(rx_data_ready),
        .rx_data(rx_data),
        .rx_inst_buffer_out(rx_word),
        .inst_rdy(inst_rdy)
    );
    SEVEN_SEGMENT_TOP SEVEN_SEGMENT_TOP
    (
        .clk_100MHz(clk_100MHz),
        .data(rx_word),
        .AN(AN),
        .cathode(cathode),
        .DP(DP)
    );
endmodule
`timescale 1ns / 1ps
module UART_RX_UNIT
    #(
        parameter   DBITS = 8,           
                    SB_TICK = 16         
    )
    (
        input clk_100MHz,                
        input reset,                     
        input rx,                        
        input sample_tick,               
        output reg data_ready,           
        output [DBITS-1:0] data_out      
    );
    localparam [1:0] idle  = 2'b00,
                     start = 2'b01,
                     data  = 2'b10,
                     stop  = 2'b11;
    reg [1:0] state, next_state;         
    reg [3:0] tick_reg, tick_next;       
    reg [2:0] nbits_reg, nbits_next;     
    reg [7:0] data_reg, data_next;       
    always @(posedge clk_100MHz, posedge reset)
        if(reset) begin
            state <= idle;
            tick_reg <= 0;
            nbits_reg <= 0;
            data_reg <= 0;
        end
        else begin
            state <= next_state;
            tick_reg <= tick_next;
            nbits_reg <= nbits_next;
            data_reg <= data_next;
        end        
    always @* begin
        next_state = state;
        data_ready = 1'b0;
        tick_next = tick_reg;
        nbits_next = nbits_reg;
        data_next = data_reg;
        case(state)
            idle:
                if(~rx) begin                
                    next_state = start;
                    tick_next = 0;
                end
            start:
                if(sample_tick)
                    if(tick_reg == 7) begin
                        next_state = data;
                        tick_next = 0;
                        nbits_next = 0;
                    end
                    else
                        tick_next = tick_reg + 1;
            data:
                if(sample_tick)
                    if(tick_reg == 15) begin
                        tick_next = 0;
                        data_next = {rx, data_reg[7:1]};
                        if(nbits_reg == (DBITS-1))
                            next_state = stop;
                        else
                            nbits_next = nbits_reg + 1;
                    end
                    else
                        tick_next = tick_reg + 1;
            stop:
                if(sample_tick)
                    if(tick_reg == (SB_TICK-1)) begin
                        next_state = idle;
                        data_ready = 1'b1;
                    end
                    else
                        tick_next = tick_reg + 1;
        endcase                    
    end
    assign data_out = data_reg;
endmodule
`timescale 1ns / 1ps
module UART_RX_WORD_BUFFER(
    input clk_100MHz,
    input rst,
    input en,
    input [7:0] rx_data,
    output [31:0] rx_inst_buffer_out,
    output inst_rdy
    );
    reg [7:0] inst_buffer_0;
    reg [7:0] inst_buffer_1;
    reg [7:0] inst_buffer_2;
    reg [7:0] inst_buffer_3;
    reg [2:0] counter;
    always @(posedge clk_100MHz) begin
        if (rst) begin
            inst_buffer_0 <= 0;
            inst_buffer_1 <= 0;
            inst_buffer_2 <= 0;
            inst_buffer_3 <= 0;
        end
        else begin
            if (en) begin
                inst_buffer_0 <= rx_data;
                inst_buffer_1 <= inst_buffer_0;
                inst_buffer_2 <= inst_buffer_1;
                inst_buffer_3 <= inst_buffer_2;
            end
        end
    end
    always @(posedge clk_100MHz) begin
        if (rst)
            counter <= 0;
        else begin
            if (en) begin
                counter <= counter + 1;
                if (counter == 3'd4)
                    counter <= 1;
            end
        end
    end
assign rx_inst_buffer_out = {inst_buffer_3, inst_buffer_2, inst_buffer_1, inst_buffer_0};
assign inst_rdy = (counter == 3'd4) ? 1'b1 : 1'b0; 
endmodule
```

## flow/run.sh

```bash
#!/bin/bash
# OpenROAD 26Q1-2900-gdf79404cd8, Yosys 0.63+post, stock flow scripts
make -C /OpenROAD-flow-scripts/flow DESIGN_CONFIG=/design/flow/config.mk WORK_HOME=/design/flow/orfs finish
```

==> ci_impl_report.md <==
## Synthesis and layout report

| Metric | Value |
|---|---|
| IO Pins | `20` |
| Main area contributors | `dfxtp_1 30%, dfrtp_1 14%, nand2_1 9.1%` |
| Hold path cells | `1` |
| Worst-margin pin slew | `0.783 ns` |
| Sw frac | `23.5%` |
| Clock root buffer | `clkbuf_8` |
| Post-synth top area cell | `dfxtp_1` |
| Kind of critical path | `reg -> out` |
| Top reg by flops | `SEVEN_SEGMENT_TOP.SEVEN_SEGMENT_DRIVER.clk_divider` |
| Critical Path RT | `3.84 ns` |
| Final Hold Viols | `0` |
| Clock power share | `35.7%` |
| CTS Hold Buffers Added | `0` |
| Pwr dens | `337 mW/mm2` |
| Routed Antenna Nets | `0` |
| Post-synth EDFFs | `3` |
| Post-CTS Setup Repair Bufs | `0` |
| LEAKAGE | `1.60 nW` |
| DRC violations left | `0` |
| Setup_tns | `0 ns` |
| Finished Layout Cells | `527` |
| Avg Vias per Cell | `between 5 and 6` |
| Largest fanout on the critical path | `9` |
| Reg-to-Reg End | `UART_RX_UNIT.data_reg[0]` |
| DRT iter0 DRCs | `roughly 160` |
| Flop-to-flop setup slack | `about 2.6 ns` |
| Antenna violations before repair | `0` |
| Post-cts sizing count | `0` |
| Max-cap violations | `0` |
| Clk latency late pin | `0.33 ns` |
| Startpoint types | `flop` |
| FF-to-FF path depth | `5` |
| Commonest flop | `dfxtp_1` |
| Row count | `34` |
| Area grow syn2layout | `11.7%` |
| Clk slew on worst S/H paths | `0.08 ns` |
| Placed Cells | `~500` |
| Grt ovf | `0` |
| Hold Path Class | `reg -> reg` |
| Distinct lib cells | `52` |
| Syn Area/Cell | `9.09 um2` |
| R2R Path Start | `UART_RX_UNIT.tick_reg[0]` |
| Pin count of the biggest net entering global routing | `37` |
| Switching power total | `between 0.3 and 0.4 mW` |
| Via count | `2,710` |
| Vias in the first global route | `2,424` |
| Post-synth regs | `~78` |
| Max clock buf depth | `2` |
| CTS HTree Levels | `3` |
| Worst Path Arrival | `3.39 ns` |
| # setup viols final | `0` |
| First-pass GRT wire length | `~11,000 um` |
| Global-route usage over all layers | `between 10% and 20%` |
| Core area | `0.00876 mm2` |
| Internal cell power | `between 1 and 1.5 mW` |
| Tmin final | `4.35 ns` |
| Gate Count Post-Synth | `between 400 and 500` |
| ANT cells | `0` |
| Peak Freq | `between 200 and 250 MHz` |
| Post-synth seq share | `46.5%` |
| Fraction of registers with async set/reset | `26.9%` |
| FP Core Util | `41.7%` |
| Seq pwr share | `a little under three fifths` |
| Fraction of layout cells with a size suffix above 1 | `8.59%` |
| Total Wirelength | `6540 um` |
| Endpoint class of the critical path | `primary output` |
| Max-slew headroom | `47.8%` |
| HPWL after DPL | `about 4400 um` |
| Area leader share | `29.6%` |
| Final clock period utilization by the worst path | `90.5%` |
| Final Max-Slew Violation Tally | `0` |
| Post-Syn Area | `0.00365 mm2` |
| Worst Clk Skew | `slightly below 0.01 ns` |
| Die height | `97.6 um` |
| Cts bufs inserted | `9` |
| # Cells Yosys | `402` |
| Maximum vdd ir drop | `roughly 220 uV` |
| Die area | `0.00952 mm2` |
| Clk sinks | `78` |
| Port buffer count | `18` |
| RSZ-0062 raised after global routing | `no` |
| Tool Warnings | `35` |
| WL/cell | `12.4 um` |
| Synth warn | `4` |
| # fillers | `~840` |
| Status | `complete, no violations` |
| Die W | `97.6 um` |
| CTS tree | `done` |
| Pre-Repair DR Iteration Count | `6` |
| Yosys chip area | `0.00365 mm2` |
| Max reg flops | `11` |
| Final GP Congestion | `0.838` |
| Comb pwr share | `8.5%` |
## kinds of logic after synthesis
group           share of synthesized area (%)
flops                                    46.5
xor+xnor                                 2.40
compound gates                           13.1
other cells                             0.103
buf+inv                                  5.31
fa+ha+maj                                6.50
simple gates                             18.0
mux                                      8.08
## synthesized netlist by cell type (9+ instances only)
cell type  instances
nor2_1            19
clkbuf_1           9
a21oi_1           39
nand2_1           89
nand3_1           13
mux2i_1           10
dfxtp_1           54
dfrtp_1           20
ha_1              19
o21ai_0           14
inv_1             22
## power by group through the flow
stage,clock [mW],sequential [mW],combinational (mW)
CTS,0.511,0.769,0.119
finish,0.491,0.769,0.117
global route,0.538,0.781,0.135
## through the flow
| step | hold slack [ns] | power, mW | utilization [%] | cell area [um2] | setup WS (ns) |
|---|---|---|---|---|---|
| 4_1_cts | 0.454 | 1.40 | 46.6 | 4080 | 0.439 |
| 3_3_place_gp | 0.428 | 0.899 | 44.3 | 3880 | 0.848 |
| 6_report | 0.449 | 1.38 | 46.6 | 4080 | 0.454 |
| 2_1_floorplan | 0.412 | 0.881 | - | 3650 | 1.60 |
| 5_1_grt | 0.474 | 1.45 | 46.6 | 4080 | 0.162 |
| 3_5_place_dp | 0.434 | 0.902 | 44.3 | 3880 | 0.835 |
## placed cells by master, fill, tap and decap left out, types with 5 or more instances in the layout
master           synthesis  routed
mux2_4                   7       7
xnor2_1                  6       6
mux2_2                   7       7
nand2_1                 89      89
o21ai_0                 14      14
ha_1                    19      19
a31oi_1                  5       5
inv_1                   22      22
dfxtp_1                 54      54
a21oi_1                 39      39
clkdlybuf4s50_1          0      18
dfrtp_1                 20      20
mux2i_1                 10      10
clkbuf_8                 0      11
nand3_1                 13      13
nor2_1                  19      19
## final cells by class
type                            count  area (um2)  area share, %
Tap cell                          108         135           3.31
Timing Repair Buffer               21         203           4.96
Clock buffer                       13         159           3.89
Multi-Input combinational cell    282        1760           43.2
Sequential cell                    78        1700           41.6
Inverter                           22        82.6           2.02
Clock inverter                      3        43.8           1.07
## how the worst max path moves through the flow
stage | end | start | depth (start not counted)
global route | cathode[3] | SEVEN_SEGMENT_TOP.SEVEN_SEGMENT_DRIVER.counter[2] | 11
finish | cathode[5] | SEVEN_SEGMENT_TOP.SEVEN_SEGMENT_DRIVER.counter[1] | 9
CTS | cathode[5] | SEVEN_SEGMENT_TOP.SEVEN_SEGMENT_DRIVER.counter[1] | 9
## per-layer routing
| metal | global-route usage (%) | part of all wire (%) | wire, um | up-vias |
|---|---|---|---|---|
| met3 | 2.93 | 4.4 | 291 | 6 |
| met1 | 24.2 | 51 | 3350 | 1261 |
| met4 | 1.36 | 1.3 | 83 | 0 |
| met5 | 0 | 0 | 0 | - |
| li1 | - | - | - | 1391 |
| met2 | 22.1 | 43 | 2810 | 52 |
## critical path, cell delays in order (launching register included)
cell             delay [ns]
edfxtp_1               0.46
inv_1                  0.15
ha_1                   0.25
or3_1                  0.52
a41oi_1                0.42
inv_1                  0.18
ha_1                   0.31
o21ai_0                0.08
mux2i_1                0.19
clkdlybuf4s50_1        0.48
Power is estimated from default activity; no workload was simulated.
